### design/flow/constraint.sdc
current_design TOP_MODULE

set clk_period 4.8
set clk_io_pct 0.2

create_clock -name clk0 -period $clk_period [get_ports {rclk}]
create_clock -name clk1 -period $clk_period [get_ports {wclk}]

set non_clock_inputs [all_inputs -no_clocks]
set_input_delay [expr $clk_period * $clk_io_pct] -clock clk0 $non_clock_inputs
set_output_delay [expr $clk_period * $clk_io_pct] -clock clk0 [all_outputs]
### design/flow/design.v
`timescale 1ns / 1ps
module FIFO   (rdata,
              wclk,
              w_en,
              raddr,
              wdata,
              waddr);
parameter DATASIZE=8;
parameter ADDRSIZE=4;              
output[DATASIZE-1:0] rdata;
input wclk,
      w_en;
input[ADDRSIZE-1:0] waddr,
                    raddr;
input[DATASIZE-1:0] wdata;            
localparam DEPTH=1<<ADDRSIZE;
reg[DATASIZE-1:0] mem[0:DEPTH-1];          
always @(posedge wclk)
if(w_en)
 mem[waddr]<= #3 wdata;
assign rdata=mem[raddr]; 
endmodule
`timescale 1ns / 1ps
module RDOMAIN(empty,
               raddr,
               rptr,
               rclk,
               rinc,
               r_rst,
               s_wptr); 
parameter DATASIZE=8;
parameter ADDRSIZE=4;
output reg empty;
output[ADDRSIZE-1:0] raddr;
output reg[ADDRSIZE:0] rptr; 
input rclk,
      rinc,
      r_rst;
input[ADDRSIZE:0] s_wptr;
wire[ADDRSIZE:0] rbnext,
                 rgnext;
wire empty_val;                 
reg[ADDRSIZE:0] rbin;                 
assign rbnext=rbin+(rinc & ~empty);
always @(posedge rclk)
begin
 if(r_rst)
  begin
   rbin<= #3 0;
   rptr<= #3 0;
  end
 else
  begin
   rbin<= #3 rbnext;
   rptr<= #3 rgnext;
  end
end 
assign empty_val=(rgnext == s_wptr);     
assign rgnext=(rbnext>>1)^rbnext;       
assign raddr=rbin[ADDRSIZE-1:0];
always @(posedge rclk)
if(r_rst)
 empty<= #3 1'b1;
else
 empty<= #3 empty_val;
endmodule
`timescale 1ns / 1ps
module SYNCHRONIZE(ptr_out,
                   clk,
                   ptr_in,
                   rst);
parameter ADDRSIZE=4;
output reg[ADDRSIZE:0] ptr_out;
input clk,
      rst;
input[ADDRSIZE:0] ptr_in;
reg[ADDRSIZE:0] Q;
always @(posedge clk)
 if(rst)
  {ptr_out,Q}<= #3 0;
 else
  {ptr_out,Q}<= #3 {Q,ptr_in}; 
endmodule
`timescale 1ns / 1ps
module TOP_MODULE(rdata,
                  empty,
                  full,
                  wclk,
                  winc,
                  w_rst,
                  rclk,
                  rinc,
                  r_rst,
                  wdata);
parameter DATASIZE=8;
parameter ADDRSIZE=4;
output[DATASIZE-1:0] rdata;
output empty,
       full;
input[DATASIZE-1:0] wdata;
input wclk,
      winc,
      w_rst,
      rclk,
      rinc,
      r_rst;
wire[DATASIZE-1:0] fifo_rdata,
                   fifo_wdata;
wire fifo_wclk,
     fifo_w_en;
wire[ADDRSIZE-1:0] fifo_raddr,
                   fifo_waddr;
wire wd_full,
     wd_w_en,
     wd_wclk,
     wd_winc,
     wd_w_rst;
wire[ADDRSIZE-1:0] wd_waddr;
wire[ADDRSIZE:0] wd_wptr,
                 wd_s_rptr;                   
wire rd_empty,
     rd_rclk,
     rd_rinc,
     rd_r_rst; 
wire[ADDRSIZE-1:0] rd_raddr;
wire[ADDRSIZE:0] rd_rptr,
                 rd_s_wptr;  
wire rs_clk,
     rs_rst;
wire[ADDRSIZE:0] rs_output,
                 rs_input;  
wire ws_clk,
     ws_rst;
wire[ADDRSIZE:0] ws_output,
                 ws_input;                                                                                
FIFO  fifo(.rdata(fifo_rdata),
              .wclk(fifo_wclk),
              .w_en(fifo_w_en),
              .raddr(fifo_raddr),
              .wdata(fifo_wdata),
              .waddr(fifo_waddr));  
assign fifo_wclk=wclk;
assign fifo_w_en=wd_w_en; 
assign fifo_raddr=rd_raddr;
assign fifo_wdata=wdata;
assign fifo_waddr=wd_waddr;
WDOMAIN wd(.full(wd_full),
               .w_en(wd_w_en),
               .waddr(wd_waddr),
               .wptr(wd_wptr),
               .wclk(wd_wclk),
               .winc(wd_winc),
               .w_rst(wd_w_rst),
               .s_rptr(wd_s_rptr));
assign wd_wclk=wclk;
assign wd_winc=winc;
assign wd_w_rst=w_rst;
assign wd_s_rptr=rs_output;
RDOMAIN rd(.empty(rd_empty),
               .raddr(rd_raddr),
               .rptr(rd_rptr),
               .rclk(rd_rclk),
               .rinc(rd_rinc),
               .r_rst(rd_r_rst),
               .s_wptr(rd_s_wptr)); 
assign rd_rclk=rclk;
assign rd_rinc=rinc;
assign rd_r_rst=r_rst;
assign rd_s_wptr=ws_output;
SYNCHRONIZE rs(.ptr_out(rs_output),
                   .clk(rs_clk),
                   .ptr_in(rs_input),
                   .rst(rs_rst));
assign rs_clk=wclk;
assign rs_rst=w_rst;
assign rs_input=rd_rptr;    
SYNCHRONIZE ws(.ptr_out(ws_output),
                   .clk(ws_clk),
                   .ptr_in(ws_input),
                   .rst(ws_rst));
assign ws_clk=rclk;
assign ws_rst=r_rst;
assign ws_input=wd_wptr;                  
assign rdata=fifo_rdata;
assign empty=rd_empty;
assign full=wd_full;                                                
endmodule
`timescale 1ns / 1ps
module WDOMAIN(full,
               w_en,
               waddr,
               wptr,
               wclk,
               winc,
               w_rst,
               s_rptr);
parameter ADDRSIZE=4;
parameter DATASIZE=8;
output reg full;
output     w_en;
output[ADDRSIZE-1:0] waddr;
output reg[ADDRSIZE:0] wptr;
input wclk,
      winc,
      w_rst;
input[ADDRSIZE:0] s_rptr;
reg [ADDRSIZE:0] wbin;
wire[ADDRSIZE:0] wbnext,
                 wgnext;
wire full_val;                 
assign wbnext=wbin+(winc & ~full);
assign wgnext=(wbnext>>1)^ wbnext;
assign full_val= (wgnext== {~s_rptr[ADDRSIZE:ADDRSIZE-1],s_rptr[ADDRSIZE-2:0]}); 
always @(posedge wclk)
 if(w_rst)
  begin
   wbin<= #3 0;
   wptr<= #3 0;
  end
 else
  begin
   wbin<= #3 wbnext;
   wptr<= #3 wgnext;
  end  
assign waddr=wbin[ADDRSIZE-1:0];
always @(posedge wclk)
 begin
  if(w_rst)
   full<= #3 0;
  else
   full<= #3 full_val;
 end 
assign w_en= (winc & ~full);    
endmodule
### design/flow/config.mk
export PLATFORM = sky130hd
export DESIGN_NAME = TOP_MODULE
export DESIGN_NICKNAME = TOP_MODULE
export VERILOG_FILES = /design/flow/design.v
export SDC_FILE = /design/flow/constraint.sdc
export NUM_CORES = 4
export LEC_CHECK = 1
export CORE_UTILIZATION = 40
### design/flow/run.sh
#!/bin/bash
# OpenROAD 26Q1-2900-gdf79404cd8, Yosys 0.63+post, stock flow scripts
make -C /OpenROAD-flow-scripts/flow DESIGN_CONFIG=/design/flow/config.mk WORK_HOME=/design/flow/orfs finish
==> flow_summary.yaml <==
# physical design summary
detailed_routing:
  initialDrtViolationCount: 163
  antenna_left: 0
  drc_errors: 0
  routedWlPerCell_um: 19.9
  wirelength_mm: 12.1
  via_count: 3080
  viasPerCell: 5.07
  drtPass1Iterations: 4
  n_antenna_cell: 0
cts:
  cts_resized: 0
  cts_tree: "yes"
  cts.clk_slew.worst_paths_ns: 0.06
  hold_buffers: 0
  cts_sinks: 168
  post-cts-setup-buffers: 0
placement:
  hpwl_mm: 7.06
  port_buffers: 22
  globalplace.congestion: 0.744
  dp_cells: 572
die:
  chipArea_um2: 16500
  fp-row-count: 45
  pin_count: 24
  coreArea_um2: 15400
  fp-utilization: 0.415
  die_w_um: 128
  dieHeight_um: 128
global_routing:
  grt_pass1_wl_mm: 18.7
  grt_overflow_total: 0
  grt_pass1_vias: 3259
  antenna_found_initial: 0
  grt_util_met2: 0.244
  grt_util_met1: 0.224
  grt_use_total: 0.170
  grt.busiest_layer: "met2"
  grt_use_met3: 0.123
  grt_max_degree: 33
worst_setup_path:
  crit_family: "multiplexers"
  critPathSlowestCell: "dfxtp_2"
  r2r_start: "wd.full$_SDFF_PP0_"
  required_ns: 3.84
  cp-end-kind: "primary output"
  start_kind: "flop"
  critPathArrivalTime_ns: 2.68
  crit_top_cell: "mux4_2"
  timing.critical_path.buf_inv: 2
  critical_path.cell_chain: "buf_12, mux4_2, mux4_2, clkdlybuf4s50_1"
  slowest_delay_ns: 0.71
  worstSetupPathType: "reg2out"
  worstPathMaxFanout: 18
  crit_path_start: "rd.rbin[0]$_SDFF_PP0_"
pwr:
  comb_power_share: 0.045
  peakVddDrop_mv: 0.249
  finalPower_mw: 3.18
  switching_share: 0.198
  power_density_nw_per_um2: 418
  pwr-share-clk: 0.451
  switchingPower_mw: 0.629
  power_frac_seq: 0.504
  leakagePower_nw: 2.46
  internal_power_mw: 2.55
status:
  outcome: "finished, final reports clean"
sta:
  setup_viol: 0
  fin_setup_tns_ns: 0
  clock_skew_ns: 0.00568
  drv_slew: 0
  rsz0062_at_grt: "no"
  tightest_slew_ns: 0.928
  finalHoldViolCount: 0
  slew_headroom: 0.379
min_path:
  hp-class: "reg2reg"
  hp-start: "rd.rptr[1]$_SDFF_PP0_"
synth:
  ys_types: 31
  syn-cell-area_um2: 6400
  yosys_area_um2: 6400
  ys.warnings.count: 4
  ys_seq_share: 0.726
  ys_cells: 337
  postSynthCellCount: 337
  avgSynthCellArea_um2: 19.0
  synth_flops: 168
cells_and_area:
  fin_cells: 607
  areaGrowthSynthToFinish_pct: 18.9
  drive_above_1_share: 0.245
job:
  drv_cap: 0
  warning_count: 27
layer usage:
metal	up-vias	routed length (um)
met2	155	5610
met5	-	0
li1	1398	-
met4	0	248
met1	1507	4640
met3	20	1600
area by class of cell:
cell class / instances / area, um^2
clock inverter: 14 / 136
tap: 211 / 264
multi-input combinational: 154 / 1680
sequential: 168 / 4650
fill: 1262 / 7830
timing repair buffer: 39 / 360
clock buffer: 21 / 514
power groups by stage:
stage         sequential, mW  clock [mW]  combinational (mW)
CTS                     1.60        1.46               0.147
global route            1.60        1.53               0.159
finish                  1.60        1.43               0.144
worst paths after layout:
check              cells past startpoint                  endpoint  slack [ns]
hold / removal                         1        rs.Q[1]$_SDFF_PP0_        0.30
max in group clk1                      9        wd.full$_SDFF_PP0_        1.65
min in group clk0                      1  ws.ptr_out[0]$_SDFF_PP0_        0.43
hold reg to reg                        1        rs.Q[1]$_SDFF_PP0_        0.30
setup / recovery                       4                  rdata[2]        1.16
setup reg to reg                       8        wd.full$_SDFF_PP0_        2.34
synthesized netlist by cell type:
cell	n	area [um^2]
mux2i_1	1	10.0
a21oi_1	2	10.0
xnor3_1	1	22.5
nor2_1	28	105
nand3b_1	3	22.5
and3_1	2	12.5
nand3_1	4	20.0
or3b_2	2	17.5
nand2_1	2	7.51
o21bai_1	1	7.51
xor2_1	6	52.6
a211oi_1	1	7.51
nand2b_1	2	12.5
a2111oi_2	1	15.0
nor2b_1	30	188
nor3_1	5	25.0
ha_1	5	62.6
xor2_2	1	16.3
edfxtp_1	128	3840
and4_2	1	10.0
nor4bb_1	1	10.0
nor2_2	1	6.26
dfxtp_1	40	801
a311oi_1	1	8.76
xnor2_1	11	96.3
clkbuf_1	10	37.5
mux4_2	40	901
xor2_4	1	27.5
buf_4	3	22.5
o211ai_1	1	7.51
buf_2	2	10.0
kinds of logic (layout without fill, tap and decap cells):
family / count (synthesis) / after routing / share of synthesized area
compound gates: 7 / 7 / 0.00880
flops: 168 / 168 / 0.726
xor+xnor: 20 / 20 / 0.0336
fa+ha+maj: 5 / 5 / 0.00978
simple gates: 81 / 81 / 0.0683
mux: 41 / 41 / 0.142
buf+inv: 15 / 74 / 0.0110
cells in the final DEF, fill, tap and decap left out, types with 3 or more instances in the layout:
cell,Yosys,layout
nor2b_1,30,30
dfxtp_1,40,39
xnor2_1,11,11
nand3_1,4,4
xor2_1,6,6
edfxtp_1,128,128
nand3b_1,3,3
clkinv_1,0,3
inv_6,0,3
ha_1,5,5
buf_4,3,16
mux4_2,40,40
nor3_1,5,5
clkbuf_16,0,20
nor2_1,28,28
clkdlybuf4s50_1,0,22
per-stage QoR:
step                 util  cell area (um^2)  worst slack, ns  hold WS [ns]
floorplan               -              6400             1.94         0.414
global placement    0.451              6950             1.35         0.417
detailed placement  0.451              6950             1.24         0.422
CTS                 0.493              7600             1.09         0.288
global route        0.493              7600            0.984         0.305
finish              0.493              7600             1.16         0.300
registers in the layout (all words and copies together), names as in the netlist:
register	count
ws.ptr_out	5
rd.rbin	4
wd.full	1
rs.Q	5
wd.wbin	4
wd.wptr	5
rs.ptr_out	5
rd.empty	1
fifo.mem	128
rd.rptr	5
ws.Q	5
Power figures rest on the tool's default switching activity, not on a simulated workload.
